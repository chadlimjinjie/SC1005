`flow/design.v`:
```
`timescale 1ns / 1ps
module segtoggle(
    input [3:0] a,
    input [3:0] b,
    input clk,
    input rst,
    input sel,
    output reg [6:0] seg_L,
    output reg [3:0] anode_L     
    );
	wire [1:0] seg7_clk;
    wire [7:0] x, res;
	reg [19:0] count;      
    reg [3:0] selnum;
    always@(posedge(clk))
	   if (rst)         
		  count <= 20'b0;
	   else
		  count <= count+1'b1;
	assign seg7_clk = count[19:18];	   
	assign x = (sel) ? {benchNo_10, benchNo_1} : res;
    always @ *          
    begin
        anode_L=4'b1111;        
        case (seg7_clk)    
            	2'd0 :  begin
                        anode_L=4'b1110;
                        selnum = x[3:0];
                    end
            	2'd1 :  begin
                        anode_L=4'b1101;
                        selnum = x[7:4];
                    end
            	2'd2 :  begin
                        anode_L=4'b1111;     
                        selnum = 4'd0;
                    end
            	2'd3 :  begin
                        anode_L=4'b1111;     
                        selnum = 4'd0;
                    end
        endcase
    end
    wire [3:0] benchNo_10 = 4'd0;   
    wire [3:0] benchNo_1 = 4'd0;    
endmodule
```
`flow/run.sh`:
```
#!/bin/bash
# OpenROAD 26Q1-2900-gdf79404cd8, Yosys 0.63+post, stock flow scripts
make -C /OpenROAD-flow-scripts/flow DESIGN_CONFIG=/design/flow/config.mk WORK_HOME=/design/flow/orfs finish
```
`flow/config.mk`:
```
export PLATFORM = sky130hd
export DESIGN_NAME = segtoggle
export DESIGN_NICKNAME = segtoggle
export VERILOG_FILES = /design/flow/design.v
export SDC_FILE = /design/flow/constraint.sdc
export NUM_CORES = 4
export LEC_CHECK = 1
export CORE_AREA = 10 10 95 95
export DIE_AREA = 0 0 105 105
```
`flow/constraint.sdc`:
```
current_design segtoggle

set clk_period 3.3
set clk_io_pct 0.2

create_clock -name clk0 -period $clk_period [get_ports {clk}]

set non_clock_inputs [all_inputs -no_clocks]
set_input_delay [expr $clk_period * $clk_io_pct] -clock clk0 $non_clock_inputs
set_output_delay [expr $clk_period * $clk_io_pct] -clock clk0 [all_outputs]
```
==> Slide: Implementation Results <==
Synthesis and Place & Route Summary

Status
  • Outcome: finished clean

Final layout
  • Biggest register: count
  • Biggest registers after layout: count (20)
  • Final core utilization: 16.59%
  • Commonest cells after routing, fill and taps aside: nor2_1 (20), dfxtp_1 (20), xnor2_1 (11)
  • Layout cells sized above 1: 10.53%
  • Post-route cell area: 0.001146 mm^2
  • Area growth syn-to-layout: 16.24%
  • Max reg flops: 20

Power and ir drop
  • Power Density: 387.2 mW/mm^2
  • Lkg Pwr: 0.0003997 uW
  • Max IR drop VDD: 0.0001642 V

Die
  • DIE WIDTH: 105 um
  • Row count: 30
  • Core area: 0.006907 mm^2
  • Die height: 105 um
  • Top Ports: 22
  • Die area: 0.01103 mm^2
  • FP Util: 14.28%

Worst setup path
  • Kind of critical path: reg2out
  • R2R cell count: 4
  • Critical R2R Launch: count[5]
  • Worst-path maximum fanout: 5
  • CP endpoint kind: output pin
  • Reg2Reg Setup Slack: 1.61 ns
  • Crit path launch type: flop
  • FF-to-FF End: count[17]
  • Crit path from: count[18]
  • WP data required: 2.64 ns
  • WP data arrival: 1.27 ns

Min path
  • Hold Path End: count[6]
  • Hold depth: 2
  • Hold path startpoint: count[6]
  • Worst hold path class: reg2reg

CTS
  • Clock Pin Slew Worst Setup and Hold Paths: 0.07 ns
  • CTS sink cnt: 20
  • Clk Latency, worst-skew pair: 0.25 ns
  • Root Driver: clkbuf_8
  • CTS tree: yes
  • Post-CTS Hold Buffers: 0
  • H-tree levels: 1
  • Clock buffer depth: 2
  • Buffer count from post-CTS setup fixing: 0
  • Post_cts resized: 0
  • Num CTS Buffers: 3

Yosys
  • XOR-XNOR Cells, Area Fraction: 10.66%
  • Area of the mapped netlist: 985.9 um^2
  • Gate Count Post-Synth: 111
  • Dominant combinational family: simple AND/OR/NAND/NOR gates
  • Mux area share: 4.569%
  • Simple share: 30.96%
  • Yosys warning total: 8
  • Complex Gates by Area: 2.030%
  • YS chip area: 985.9 um^2
  • Average size of a mapped cell: 8.882 um^2
  • Distinct cells, synth: 26
  • Yosys reg bits: 20
  • Sequential element share of the synthesized area: 40.61%
  • # Cells Yosys: 111
  • Adder share: 1.269%

Final timing
  • Final Cycle Share: 58.55%
  • Final setup skew: 0.002174 ns
  • TNS Setup: 0 ns
  • Final min period: 1.932 ns
  • Post-route setup slack: 1.368 ns
  • Final Hold Fails: 0
  • Endpoints failing setup: 0
  • Unrepaired setup endpoints after global routing: false
  • Fmax achieved: 0.5176 GHz
  • Max-slew violations: 0

Global route
  • Total grt overflow: 0
  • First-pass GRT wire length: 2.801 mm
  • Vias in the first global route: 656
  • Initial antenna violation count: 0
  • Largest net degree at the start of global routing: 14
  • GRT Total Usage: 2.931%

Place
  • Detailed placer's ending HPWL: 1.117 mm
  • GPL Wtd Cong: 0.7651
  • Dpl cell area: 0.001091 mm^2
  • Setup WS pre-CTS: 1.133 ns
  • I/O Buffers: 3

Drt
  • Overall routed net length: 1.540 mm
  • DRT antenna net count: 0
  • Via density per instance: 3.229
  • DR pass1 iterations: 3
  • ANT cells: 0
  • Initial drt markers: 16
  • DRC viols: 0
  • Vias post-DR: 678
  • Wire per inst: 7.333 um

Run
  • Number of logged tool warnings: 34
  • Max cap viols: 0
[worst max-delay path, stage by stage (launching register included)]
cell,delay (ns)
dfxtp_1,0.34
or2_2,0.27
clkdlybuf4s50_1,0.41
[metrics by stage]
| stage | std cells | hold WS [ns] | power (uW) |
|---|---|---|---|
| global placement | 206 | 0.4764 | 267.0 |
| floorplan | 118 | 0.4587 | 269.1 |
| CTS | 210 | 0.5015 | 453.0 |
| global route | 210 | 0.5369 | 463.9 |
| finish | 210 | 0.4977 | 443.7 |
| detailed placement | 206 | 0.4885 | 267.4 |
[cell usage after synthesis]
master,count,share of area [%]
nand2b_1,1,0.63
or3_2,1,0.76
xnor2_1,11,9.8
or2_2,1,0.63
nand2_1,3,1.1
nor2_1,20,7.6
clkbuf_1,3,1.1
nor3_1,4,2.0
or3_1,1,0.63
xor2_1,1,0.89
nand4_4,2,4.3
and3_1,1,0.63
buf_4,9,6.9
a21oi_1,2,1.0
nor4_4,1,2.2
o21ai_0,2,1.0
nand4_1,2,1.3
conb_1,2,0.76
ha_1,1,1.3
nor4_1,3,1.9
nand3_1,8,4.1
dfxtp_1,20,41
nor2b_1,5,3.2
mux2_2,2,2.3
inv_1,3,1.1
mux2_1,2,2.3
[kinds of logic after synthesis]
group           count (synthesis)
flops                          20
mux                             4
fa+ha+maj                       1
other cells                     2
buf+inv                        15
simple gates                   53
compound gates                  4
xor+xnor                       12
[worst max path at each step]
stage | end | depth (start not counted) | slack [ns]
after CTS | anode_L[0] | 2 | 1.34
after global routing | anode_L[0] | 2 | 1.30
final | anode_L[0] | 2 | 1.37
[power breakdown]
group	leakage, uW	switching, uW	internal, uW
sequential	0.000162	4.26	244
clock	0.0000288	76.7	106
combinational	0.000209	7.25	5.10
[per-layer routing]
layer / up-vias / global-route usage, % / part of all wire [%]
met5: - / 0 / 0
met4: 0 / 0.1961 / 0
met3: 0 / 1.553 / 6.3
met2: 11 / 4.359 / 41
met1: 312 / 3.849 / 52
li1: 355 / - / -
[final cells by class]
class                      instances  area (um^2)
clock buffer                       4        55.05
fill                             788         5761
inverter                           3        11.26
multi-input combinational         83        521.8
sequential                        20        400.4
tap                               96        120.1
timing repair buffer               4        37.54
Power is estimated from default activity; no workload was simulated.
