[/design/flow/design.v]
`timescale 1ns / 1ps
module vaddoflow(
    input [3:0] a,
    input [3:0] b,
    output [6:0] seg_L,
    output oflow
    );
    wire[4:0]x;
    assign x[3:0] = a[3:0] + b[3:0];
    vsevenseg M1 (.x(x), .seg_L(seg_L));
    assign oflow = x[4];
endmodule
`timescale 1ns / 1ps
module vsevenseg(
    input [3:0] x,
    output reg [6:0] seg_L
    );
    always @ *
        case (x)
            4'd0: seg_L = 7'b100_0000;   
            4'd1: seg_L = 7'b111_1001;   
            4'd2: seg_L = 7'b010_0100;   
            4'd3: seg_L = 7'b011_0000;   
            4'd4: seg_L = 7'b001_1001;   
            4'd5: seg_L = 7'b001_0010;   
            4'd6: seg_L = 7'b000_0010;   
            4'd7: seg_L = 7'b111_1000;   
            4'd8: seg_L = 7'b000_0000;   
            4'd9: seg_L = 7'b001_0000;   
            4'd10: seg_L = 7'b000_1000;  
            4'd11: seg_L = 7'b000_0011;  
            4'd12: seg_L = 7'b100_0110;  
            4'd13: seg_L = 7'b010_0001;  
            4'd14: seg_L = 7'b000_0110;  
            4'd15: seg_L = 7'b000_1110;  
            default: seg_L = 7'b111_1111;  
        endcase 
endmodule
[/design/flow/run.sh]
#!/bin/bash
# OpenROAD 26Q1-2900-gdf79404cd8, Yosys 0.63+post, stock flow scripts
make -C /OpenROAD-flow-scripts/flow DESIGN_CONFIG=/design/flow/config.mk WORK_HOME=/design/flow/orfs finish
[/design/flow/config.mk]
export PLATFORM = sky130hd
export DESIGN_NAME = vaddoflow
export DESIGN_NICKNAME = vaddoflow
export VERILOG_FILES = /design/flow/design.v
export SDC_FILE = /design/flow/constraint.sdc
export NUM_CORES = 4
export LEC_CHECK = 1
export CORE_AREA = 10 10 70 70
export DIE_AREA = 0 0 80 80
[/design/flow/constraint.sdc]
current_design vaddoflow

set clk_period 4.3
set clk_io_pct 0.2

create_clock -name clk0 -period $clk_period

set non_clock_inputs [all_inputs -no_clocks]
set_input_delay [expr $clk_period * $clk_io_pct] -clock clk0 $non_clock_inputs
set_output_delay [expr $clk_period * $clk_io_pct] -clock clk0 [all_outputs]
==> results.txt <==
yosys + openroad results -> placed insts 113, Peak supply drop 0.0271 mV, clkbuf count 0, Met3 Wirelength 35 µm, I/O pins 16, layout cells sized above 1 0.0746, crit path DRT 3.44 ns, Power per Cell Area 203 mW/mm², sequential area share after synthesis 0, DR WL/cell 8.73 µm, fin area 598 µm², DRT Wirelength 987 µm, minimum clock period 4.16 ns, diode count 0, FP Rows 21, largest net degree at the start of global routing 9, drt drc 0, Core ar. 0.00342 mm², Worst EP arrival 3.30 ns, most frequent logic cells in the routed design clkdlybuf4s50_1, ha_1, inv_1, a21oi_1, Critical Path End Type output port, tool warnings 37, vias per cell 3.51, fp util 0.113, Commonest Layout Cell clkdlybuf4s50_1, vias in the first global route 360, die height 80 µm, Hold Vio Cnt, Final 0, outcome finished, final reports clean, min-delay worst type in2out, Max Cap Viol 0, setup ws final 0.136 ns, first-pass GRT wire length 1550 µm, Post-DP HPWL 882 µm, die width 80 µm, # setup viols final 0, WS Path Type in2out, via count 397, Post-DRT Antenna Nets 0, hold slack final 3.06 ns, synthesis-to-layout area growth 55.2%, Pins Over Slew Limit 0, total power draw 121 µW, GR Overflow Total 0, leak pwr 0.259 nW, DIE AREA 0.00640 mm², YS chip area 385 µm², initial DRC count 8, unrepaired setup endpoints after global routing no, # Cells Yosys 52, GRT Total Usage 0.0282, Setup WS pre-CTS 0.0694 ns, Layout Utilization 0.175, initial antenna violation count 0, Metal-1 WL 409 µm, CP max FO 5, global placer's final weighted congestion 0.822, input/output buffers 15, Finished Layout Cells 113, FMAX 240 MHz, placed instance area 596 µm², synthesized instance count 52, Distinct cells, synth 21, Flops 0, crit start category input pin, syn_area_per_cell 7.41 µm², Top Metal Used met3, TNS Setup 0 ns, post-route clock period utilization 0.968, iteration tally of the first detailed-router pass 2, cell area after synthesis 385 µm², Reg area 0 µm², routed wire length on met2 542 µm, Yosys warnings 3
==> kinds of logic after synthesis <==
| kind of cell | after synthesis | synth area share |
|---|---|---|
| AND/OR/NAND/NOR | 12 | 0.156 |
| buffers and inverters | 9 | 0.101 |
| XOR/XNOR | 4 | 0.127 |
| other | 1 | 0.00973 |
| adder cells (fa/ha/maj) | 10 | 0.344 |
| AND-OR/OR-AND | 14 | 0.211 |
| multiplexers | 2 | 0.0520 |
==> report_power, final <==
part	internal, mW	switching (mW)	total [mW]	leakage (nW)
registers	0	0	0	0
logic	0.0736	0.0477	0.121	0.259
clock network	0	0	0	0
==> final timing paths <==
| path | end | cells after the start | startpoint | slack, ns |
|---|---|---|---|---|
| setup / recovery | seg_L[0] | 8 | a[0] | 0.14 |
| hold / removal | seg_L[1] | 6 | b[0] | 3.06 |
==> repair_timing <==
item,CTS,global route
endpoints found under the setup margin,0,4
setup buffers,0,0
endpoints found under the hold margin,0,0
hold buffers,0,0
gates resized,0,2
==> critical path, cell delays in order <==
cell             delay [ns]
clkdlybuf4s50_1        0.40
ha_1                   0.21
inv_1                  0.07
fa_2                   0.48
ha_1                   0.23
or4_1                  0.51
o221a_2                0.13
clkdlybuf4s50_1        0.40
==> synthesized netlist by cell type, drive strengths merged (2+ instances only) <==
| master | count | area share |
|---|---|---|
| ha | 9 | 0.29 |
| inv | 7 | 0.068 |
| a21oi | 6 | 0.078 |
| nor2 | 4 | 0.039 |
| o22ai | 4 | 0.065 |
| o21ai | 3 | 0.039 |
| and2 | 2 | 0.032 |
| buf | 2 | 0.032 |
| mux2i | 2 | 0.052 |
| nand2 | 2 | 0.019 |
| xor2 | 2 | 0.045 |
==> cell type report <==
cell class	count	area (µm²)
fillers	383	2820
inverters	7	26.3
multi-input cells	43	349
well taps	46	57.6
repair buffers	17	165
==> per-layer routing <==
metal	vias to the layer above	GRT usage
li1	206	-
met1	186	0.0305
met2	5	0.0602
met3	0	0.00114
met4	0	0
met5	-	0
Power is estimated from default activity; no workload was simulated.
